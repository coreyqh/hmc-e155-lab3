File: flow/design.v
module debouncer #(parameter THRESHOLD = 6000) (
    input  logic       clk, rstn,
    input  logic       req,                   
    input  logic [3:0] activeCol, activeRow,  
    input  logic [3:0] col, row,
    output logic       high,                  
    output logic       low                    
);
    enum logic [1:0] {LOW, HIGH, ERROR} state, nextstate;
    logic [$clog2(THRESHOLD)-1:0] count, nextcount;
    always_ff @(posedge clk) begin
        if (~rstn || ~req) begin
            state <= LOW;
            count <= {$clog2(THRESHOLD){1'b0}};
        end else begin
            state <= nextstate;
            count <= nextcount;
        end
    end
    always_comb begin
        case (state)
            LOW:  begin
                if (row != activeRow) begin
                    nextstate = LOW;
                    nextcount = count;
                end else if ((activeCol & col) == 4'b0) begin
                    nextstate = LOW;
                    nextcount = count + 1;
                end else begin
                    nextstate = HIGH;
                    nextcount = {$clog2(THRESHOLD){1'b0}};
                end
            end
            HIGH: begin
                if (row != activeRow) begin
                    nextstate = HIGH;
                    nextcount = count;
                end else if ((activeCol & col) != 4'b0) begin
                    nextstate = HIGH;
                    nextcount = count + 1;
                end else begin
                    nextstate = LOW;
                    nextcount = {$clog2(THRESHOLD){1'b0}};
                end
            end
            default: begin  
                nextstate = ERROR;
                nextcount = {$clog2(THRESHOLD){1'bx}};
            end
        endcase
    end
    assign high = (state == HIGH) && (count == THRESHOLD);
    assign low  = (state == LOW ) && (count == THRESHOLD);
endmodule
File: flow/constraint.sdc
current_design debouncer

set clk_period 3.4
set clk_io_pct 0.2

create_clock -name clk0 -period $clk_period [get_ports {clk}]

set non_clock_inputs [all_inputs -no_clocks]
set_input_delay [expr $clk_period * $clk_io_pct] -clock clk0 $non_clock_inputs
set_output_delay [expr $clk_period * $clk_io_pct] -clock clk0 [all_outputs]
File: flow/run.sh
#!/bin/bash
# OpenROAD 26Q1-2900-gdf79404cd8, Yosys 0.63+post, stock flow scripts
make -C /OpenROAD-flow-scripts/flow DESIGN_CONFIG=/design/flow/config.mk WORK_HOME=/design/flow/orfs finish
File: flow/config.mk
export PLATFORM = sky130hd
export DESIGN_NAME = debouncer
export DESIGN_NICKNAME = debouncer
export VERILOG_FILES = /design/flow/design.v
export SDC_FILE = /design/flow/constraint.sdc
export NUM_CORES = 4
export LEC_CHECK = 1
export CORE_AREA = 10 10 83 83
export DIE_AREA = 0 0 93 93
==> flow_summary.json <==
{
  "hp-class": "reg -> reg",
  "hold_buffers": 0,
  "setup_tns_ns": 0,
  "vdd_drop_max_v": 0.000130,
  "cp_num_buf_inv": 2,
  "critPathKind": "in -> reg",
  "initial_core_util_pct": 17.6,
  "core_um2": 5140,
  "crit_fanout": 14,
  "path_clk_slew_ns": 0.06,
  "fin_util_pct": 23.8,
  "xor_share_pct": 5.68,
  "setup_viol": 0,
  "path_cells": "clkdlybuf4s50_1 > xnor2_1 > a41oi_2 > buf_4 > or4b_1 > a211oi_1",
  "yosysWarnings": 1,
  "pin_count": 21,
  "hold_violations": 0,
  "common_cells": "dfxtp_1, a211oi_1, o31ai_1, or4_1",
  "cp_data_arrival_time_ns": 2.74,
  "worst_setup_path_end_kind": "flip-flop",
  "drtPass1Iterations": 4,
  "grt_pass1_vias": 764,
  "grt_max_degree": 15,
  "drc": 0,
  "timing.rr.start": "count[1]$_SDFFE_PP0P_",
  "cts_buffers": 3,
  "num-fill-cells": 564,
  "ctsResizeCount": 0,
  "antennaDiodeCount": 0,
  "flop_area_um2": 300,
  "startpoint": "activeRow[0]",
  "critPathRequiredTime_ns": 3.56,
  "wire_per_inst_um": 11.1,
  "ys_ff": 15,
  "grt_overflow_total": 0,
  "ys_cells": 100,
  "ys_types": 33,
  "syn-cell-area_um2": 903,
  "cts_buffer_depth": 2,
  "worst_setup_path_start_kind": "input port",
  "cts_root_buffer": "clkbuf_8",
  "port_buffers": 20,
  "combGateArea_um2": 558,
  "period_used_pct": 76.0,
  "aoi_share_pct": 27.6,
  "cts_setup_buffers": 0,
  "powerDensity_nw_per_um2": 305,
  "syn_to_final_growth_pct": 35.6,
  "viasPerCell": 4.34,
  "drive_gt1_share_pct": 9.84,
  "crit_family": "buffers and inverters",
  "synthCells": 100,
  "drt_iter0_markers": 35,
  "leakagePower_uw": 0.000343,
  "clock_skew_ns": 0.00404,
  "fmax_mhz": 387,
  "maxCapViolations": 0,
  "openroad.warnings": 26,
  "grt_usage_pct": 5.01,
  "ys_sh_mux_pct": 1.11,
  "cp_slowest_stage_delay_ns": 0.51,
  "power_uw": 373,
  "cts_tree": "built",
  "async_flop_share_pct": 0,
  "logic_family": "AND-OR/OR-AND gates",
  "min_from": "count[11]$_SDFFE_PP0P_",
  "period_needed_ns": 2.58,
  "die_h_um": 93,
  "place_congestion": 0.777,
  "drv_slew": 0,
  "top_cells_by_area": "dfxtp_1, a211oi_1, o31ai_1",
  "clkSinkCount": 15,
  "outcome": "finished clean",
  "antenna_found_initial": 0,
  "simple_gate_share_pct": 24.7,
  "rsz0062_at_grt": "no",
  "num_vias": 834,
  "adder_share_pct": 2.77,
  "grt_pass1_wl_um": 3630,
  "cp_slowest_cell": "or4b_1",
  "ant_nets": 0,
  "max_slew.worst_pin.slew_ns": 0.504,
  "wirelength_um": 2130,
  "relSlewSlack_pct": 66.4,
  "cts-htree-levels": 1,
  "yosys_area_um2": 903,
  "yosysSeqAreaShare_pct": 33.2,
  "rows": 26,
  "synth-edff-count": 0,
  "dp_hpwl_um": 1600,
  "syn-mean-instance-area_um2": 9.03,
  "synth_top_area_share_pct": 33.2,
  "most_common_cell": "dfxtp_1",
  "insertion_delay_ns": 0.25,
  "chipArea_um2": 8650,
  "hold_ws_ns": 0.493,
  "die_x_um": 93,
  "largest_area_cell": "dfxtp_1",
  "ff_type": "dfxtp_1"
}
[path summary, 6_finish.rpt]
kind | slack [ns] | depth (start not counted) | end
min | 0.49 | 2 | count[11]$_SDFFE_PP0P_
max | 0.82 | 6 | count[11]$_SDFFE_PP0P_
max reg2reg | 1.58 | 5 | count[12]$_SDFFE_PP0P_
min reg2reg | 0.49 | 2 | count[11]$_SDFFE_PP0P_
[stage by stage]
stage	area (um^2)	cells	setup WS, ns
global placement	1180	188	0.638
floorplan	903	100	1.38
finish	1220	192	0.817
CTS	1220	192	0.833
global route	1220	192	0.623
detailed placement	1180	188	0.577
[tightest hold or removal path: stages (launching register included)]
cell and delay, ns:
dfxtp_1 0.32, o41ai_1 0.06, a211oi_1 0.06
[logic make-up (layout without fill, tap and decap cells)]
| group | after synthesis | count (layout) |
|---|---|---|
| flip-flops | 15 | 15 |
| multiplexers | 1 | 1 |
| AND-OR/OR-AND | 31 | 31 |
| buffers and inverters | 9 | 31 |
| XOR/XNOR | 5 | 5 |
| adder cells (fa/ha/maj) | 2 | 2 |
| AND/OR/NAND/NOR | 37 | 37 |
[where the power goes]
group	internal, uW	switching (uW)	total (uW)
clock network	82.9	60.1	143
registers	177	0.961	178
logic	29.4	23.2	52.6
[layout make-up]
type | count | share of cell area [%]
clock buffers | 4 | 3.68
inverters | 5 | 1.53
repair buffers | 22 | 17.6
flip-flops and latches | 15 | 24.5
well taps | 70 | 7.15
multi-input cells | 76 | 45.6
[layer usage]
layer	vias to the layer above	track usage, %	wire length, um
li1	441	-	-
met1	374	6.43	1050
met2	17	7.94	932
met3	2	2.10	129
met4	0	0.514	15
met5	-	0	0
[state kept, by name, indices dropped and copies added, names as in the netlist]
signal and count:
count 13, state 2
[cell usage in the layout, fill, tap and decap left out, types with 3 or more instances in the layout]
cell type and instances:
inv_1 5, or4_1 7, nand4_1 3, o31ai_1 7, nor3_1 4, or3_1 4
xnor2_1 4, a211oi_2 3, dfxtp_1 15, nand3_1 4, clkbuf_8 3, nor2_1 3
clkdlybuf4s50_1 20, a211oi_1 10, nand2_1 5
Power is estimated from default activity; no workload was simulated.
