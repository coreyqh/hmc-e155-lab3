$ cat design.v
module ctrlFSM (
    input  logic       clk, rstn,
    input  logic       dbhigh, dblow,  
    input  logic [3:0] col, row,
    output logic       dbreq,          
    output logic       update,         
    output logic [3:0] activeCol, activeRow,
    output logic [2:0] debugState      
);
    typedef enum logic [2:0] {IDLE, DEBOUNCE, UPDATE, WAIT, ERROR} state_t;
    state_t state, nextstate;
    logic [3:0] nextActiveCol, nextActiveRow;
    always_ff @(posedge clk) begin
        if (~rstn) begin
            state     <= IDLE;
            activeCol <= 4'b0000;
            activeRow <= 4'b0000;
        end else begin
            state     <= nextstate;
            activeCol <= nextActiveCol;
            activeRow <= nextActiveRow;
        end
    end
    always_comb begin
        case (state) 
            IDLE:     begin
                if (col != 4'b0000) begin
                    nextstate     = DEBOUNCE;
                    nextActiveRow = row;
                    casez (col)
                        4'b1???: nextActiveCol = 4'b1000;
                        4'b01??: nextActiveCol = 4'b0100;
                        4'b001?: nextActiveCol = 4'b0010;
                        4'b0001: nextActiveCol = 4'b0001;
                        default: nextActiveCol = 4'bxxxx;  
                    endcase
                end else begin
                    nextstate     = IDLE;
                    nextActiveCol = 4'b0000;
                    nextActiveRow = 4'b0000;
                end
            end
            DEBOUNCE: begin
                nextActiveCol = activeCol;
                nextActiveRow = activeRow;
                if (dbhigh)
                    nextstate = UPDATE;
                else if (dblow)
                    nextstate = IDLE;
                else
                    nextstate = DEBOUNCE;
            end
            UPDATE:   begin
                nextstate     = WAIT;
                nextActiveCol = activeCol;
                nextActiveRow = activeRow;
            end
            WAIT:     begin
                nextActiveCol = activeCol;
                nextActiveRow = activeRow;
                if (dblow)
                    nextstate = IDLE;
                else
                    nextstate = WAIT;
            end
            ERROR:    begin
                nextstate     = IDLE;
                nextActiveCol = 4'bx; 
                nextActiveRow = 4'bx; 
            end
            default:  begin  
                nextstate     = ERROR;
                nextActiveCol = 4'bx;
                nextActiveRow = 4'bx;
            end
        endcase
    end
    assign update = (state == UPDATE);
    assign dbreq  = (state == DEBOUNCE) || (state == WAIT);
    always_comb
        case (state)
            IDLE: debugState = 3'b000;
            DEBOUNCE: debugState = 3'b001;
            UPDATE: debugState = 3'b010;
            WAIT: debugState = 3'b011;
            default: debugState = 3'b0;
        endcase
endmodule
$ cat run.sh
#!/bin/bash
# OpenROAD 26Q1-2900-gdf79404cd8, Yosys 0.63+post, stock flow scripts
make -C /OpenROAD-flow-scripts/flow DESIGN_CONFIG=/design/flow/config.mk WORK_HOME=/design/flow/orfs finish
$ cat config.mk
export PLATFORM = sky130hd
export DESIGN_NAME = ctrlFSM
export DESIGN_NICKNAME = ctrlFSM
export VERILOG_FILES = /design/flow/design.v
export SDC_FILE = /design/flow/constraint.sdc
export NUM_CORES = 4
export LEC_CHECK = 1
export CORE_AREA = 10 10 78 78
export DIE_AREA = 0 0 88 88
$ cat constraint.sdc
current_design ctrlFSM

set clk_period 1.5
set clk_io_pct 0.2

create_clock -name clk0 -period $clk_period [get_ports {clk}]

set non_clock_inputs [all_inputs -no_clocks]
set_input_delay [expr $clk_period * $clk_io_pct] -clock clk0 $non_clock_inputs
set_output_delay [expr $clk_period * $clk_io_pct] -clock clk0 [all_outputs]
==> deck_impl_summary.md <==
Implementation Results

Detailed routing
  – Starting DRT DRC Count: 17
  – DRC: 0
  – Drt wl/cell: 10.40 µm
  – Ant. Diodes: 0
  – Routed WL: 1445 µm
  – Detail Route Antenna Nets: 0
  – Via Count: 477
  – Vias/cell: 3.432
  – First drt pass iteration count: 3

Clocking
  – # H-tree levels: 1
  – Post-CTS Hold Buffers: 0
  – Setup Buffers After CTS: 0
  – Clk latency late pin: 0.24 ns
  – Clock tree buffer depth: 2
  – CTS Buf Count: 3
  – CTS root buf: clkbuf_8
  – CTS tree: done
  – CTS sink cnt: 12
  – Clock Pin Slew Worst Setup and Hold Paths: 0.06 ns

Yosys
  – Top-area cell share: 48.36%
  – YS chip area: 496.7 µm²
  – Unique cell types: 21
  – Synth Area per Inst: 8.564 µm²
  – Synth warn: 1
  – Synth area leaders: dfxtp_1, nand2_1, a21boi_0
  – Synth Seq Share: 48.36%
  – Cell area after synthesis: 496.7 µm²
  – Yosys Instances: 58
  – Flops after synth: 12
  – Yosys top cell by area: dfxtp_1
  – Synthesized instance count: 58

GRT
  – Initial antenna violation count: 0
  – Remaining Overflow, GRT: 0
  – Total global-route track usage: 3.392%
  – First-pass GRT wire length: 2208 µm
  – Largest net degree at the start of global routing: 9
  – Vias in the first global route: 498

Placed design
  – Gpl congestion: 0.8296
  – # port buffers: 23
  – DP HPWL: 1127 µm
  – Post-DP Area: 814.5 µm²

Final timing
  – Post-route setup TNS: 0 ns
  – FMAX: 706.7 MHz
  – Finish-stage setup viols: 0
  – Final tally of max-slew violations: 0
  – Final hold violations: 0
  – Fin crit period: 1.415 ns
  – RSZ-0062 raised after global routing: no
  – Final Cycle Share: 94.34%
  – Clock Skew: 0.001802 ns

Run
  – Total of max-cap violations: 0
  – OpenROAD warning count: 25

Power and ir drop
  – Leakage power: 0.0003435 µW
  – Maximum vdd ir drop: 0.0001966 V
  – Sw Pwr: 179.0 µW
  – Clock power frac: 42.0%
  – Tot Pwr: 838.8 µW
  – Logic pwr share: 16.0%
  – Internal power: 659.8 µW
  – Reg power frac: 42.0%
  – Sw Share: 21.34%
  – Pwr per Cell Area: 966.0 nW/µm²

Critical path
  – Critical Path RT: 1.62 ns
  – WP data arrival: 1.54 ns
  – Critical Path Start Type: input port
  – CP max stage cell: or4_4
  – Nature of the critical path endpoint: flop
  – Max stage delay on crit path: 0.56 ns
  – Worst path cell trace: clkdlybuf4s50_1 > or4_4 > nand2_1 > o21ai_0
  – Crit path max fanout: 4
  – Crit Path Category: in -> reg

Final layout
  – Number of fillers in the final layout: 484
  – Area Overhead vs Synth: 74.81%
  – Final Cell Area: 868.3 µm²
  – Share of layout cells above drive strength 1: 18.39%

Min path
  – HP Class: reg -> reg

Floorplan
  – Die X: 88 µm
  – IO Count: 25
  – Area of the core: 4414 µm²
  – Placement Rows: 24
  – FP Util: 11.25%
  – Die H: 88 µm
  – Chip area: 7744 µm²

Status
  – Outcome: completed
==> metal layers <==
layer / global-route usage (%) / vias to the layer above / wire length [µm]
met5: 0 / - / 0
li1: - / 250 / -
met4: 1.304 / 0 / 17
met2: 5.357 / 16 / 625
met3: 0.9355 / 2 / 142
met1: 4.294 / 209 / 660
==> sequential cells by signal, indices dropped and copies added (netlist names) <==
register / count
state: 4
activeCol: 4
activeRow: 4
==> cell type report <==
| class | count | area [µm²] | area share (%) |
|---|---|---|---|
| clock buffer | 4 | 55.05 | 6.340 |
| inverter | 2 | 7.507 | 0.8646 |
| multi-input combinational | 40 | 226.5 | 26.08 |
| sequential | 12 | 242.7 | 27.95 |
| tap | 52 | 65.06 | 7.493 |
| timing repair buffer | 29 | 271.5 | 31.27 |
==> worst paths after layout <==
check | startpoint | end | slack (ns) | cells past startpoint
max | col[0] | activeRow[3] | 0.08 | 4
max reg2reg | state[2] | activeRow[3] | 0.33 | 3
min reg2reg | activeCol[0] | activeCol[0] | 0.47 | 2
min | activeCol[0] | activeCol[0] | 0.47 | 2
==> cell usage in the layout (no fill, tap or decap), types with 2 or more instances in the layout <==
| cell type | netlist | final |
|---|---|---|
| clkdlybuf4s50_1 | 0 | 20 |
| nand2_1 | 10 | 10 |
| dfxtp_1 | 12 | 10 |
| buf_4 | 2 | 6 |
| o21ai_0 | 5 | 5 |
| nand3_1 | 5 | 5 |
| a21boi_0 | 4 | 4 |
| clkbuf_8 | 0 | 4 |
| nor2b_1 | 3 | 3 |
| dlygate4sd2_1 | 0 | 3 |
| or2_2 | 2 | 2 |
| inv_1 | 2 | 2 |
| dfxtp_2 | 0 | 2 |
==> power by group through the flow <==
| stage | logic [µW] | clock network, µW | registers, µW |
|---|---|---|---|
| final | 134 | 353 | 352 |
| after CTS | 138 | 360 | 352 |
| after global routing | 150 | 374 | 355 |
==> metrics by stage <==
stage / util, % / hold WS [ns] / setup WS, ns / cells
5_1_grt: 19.67 / 0.4992 / 0.02634 / 139
6_report: 19.67 / 0.4657 / 0.08489 / 139
3_5_place_dp: 18.45 / 0.4578 / -0.1674 / 135
2_1_floorplan: - / 0.4208 / 0.3233 / 58
4_1_cts: 19.67 / 0.4667 / 0.06784 / 139
3_3_place_gp: 18.45 / 0.4522 / -0.1488 / 135
==> cells by family (layout without fill, tap and decap cells) <==
family | after synthesis | after routing | share of synthesized area [%]
flops | 12 | 12 | 48.36
other cells | 1 | 1 | 0.7549
compound gates | 12 | 12 | 16.12
simple gates | 27 | 27 | 28.72
buf+inv | 6 | 35 | 6.046
==> Yosys cell counts <==
cell / n
dfxtp_1: 12
nand2_1: 10
nand3_1: 5
o21ai_0: 5
a21boi_0: 4
nor2b_1: 3
buf_4: 2
clkbuf_1: 2
inv_1: 2
or2_2: 2
a21oi_1: 1
a22oi_2: 1
and3_1: 1
conb_1: 1
nand3b_1: 1
nand4b_1: 1
nor2_1: 1
nor3_1: 1
o211ai_1: 1
or3_1: 1
or4_4: 1
==> critical path: cells and delay by family <==
kind	cells	cell delay, ns
simple gates	2	0.71
compound gates	1	0.10
buf+inv	1	0.43
==> what timing repair did <==
| item | in CTS | in global routing |
|---|---|---|
| endpoints found under the hold margin | 0 | 0 |
| setup endpoints to repair | 3 | 0 |
| resized | 5 | 0 |
No activity file was given, so power comes from the tool's default toggle rates.
