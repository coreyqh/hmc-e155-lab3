<file path="design.v">
module seven_seg_dec #(parameter ACTIVE_LOW = 1'b1) (
    input  logic [3:0] s,
    output logic [6:0] seg
);
    logic [6:0] seg_int;
    always_comb
        case (s)
            4'h0:    seg_int = 7'b0111111;
            4'h1:    seg_int = 7'b0000110;
            4'h2:    seg_int = 7'b1011011;
            4'h3:    seg_int = 7'b1001111;
            4'h4:    seg_int = 7'b1100110;
            4'h5:    seg_int = 7'b1101101;
            4'h6:    seg_int = 7'b1111101;
            4'h7:    seg_int = 7'b0000111;
            4'h8:    seg_int = 7'b1111111;
            4'h9:    seg_int = 7'b1100111;
            4'ha:    seg_int = 7'b1110111;
            4'hb:    seg_int = 7'b1111100;
            4'hc:    seg_int = 7'b0111001;
            4'hd:    seg_int = 7'b1011110;
            4'he:    seg_int = 7'b1111001;
            4'hf:    seg_int = 7'b1110001;
            default: seg_int = 7'bx;  
        endcase
    if (ACTIVE_LOW) 
        assign seg = ~seg_int;
    else
        assign seg = seg_int; 
endmodule
</file>
<file path="run.sh">
#!/bin/bash
# OpenROAD 26Q1-2900-gdf79404cd8, Yosys 0.63+post, stock flow scripts
make -C /OpenROAD-flow-scripts/flow DESIGN_CONFIG=/design/flow/config.mk WORK_HOME=/design/flow/orfs finish
</file>
<file path="config.mk">
export PLATFORM = sky130hd
export DESIGN_NAME = seven_seg_dec
export DESIGN_NICKNAME = seven_seg_dec
export VERILOG_FILES = /design/flow/design.v
export SDC_FILE = /design/flow/constraint.sdc
export NUM_CORES = 4
export LEC_CHECK = 1
export CORE_AREA = 10 10 70 70
export DIE_AREA = 0 0 80 80
</file>
<file path="constraint.sdc">
current_design seven_seg_dec

set clk_period 1.7
set clk_io_pct 0.2

create_clock -name clk0 -period $clk_period

set non_clock_inputs [all_inputs -no_clocks]
set_input_delay [expr $clk_period * $clk_io_pct] -clock clk0 $non_clock_inputs
set_output_delay [expr $clk_period * $clk_io_pct] -clock clk0 [all_outputs]
</file>
==> results.yml <==
# physical design summary
status:
  status: "finished clean"
setup_path:
  cp_cell_sequence: "buf_2 > buf_6 > ha_4 > a211oi_4 > a21oi_2 > dlygate4sd2_1"
  startpoint_type: "input pin"
  cp-startpoint: "s[1]"
  crit_path_end_kind: "output port"
  required_ns: 1.36
  arrival_ns: 1.27
  slowest_delay_ns: 0.23
  cp_max_fo: 4
  critical_path_class: "in2out"
  cp_slowest_cell: "a211oi_4"
sta:
  timing.hold.ws_ns: 1.08
  slew_headroom_pct: 87.7
  finalSetupViolCount: 0
  period_used_pct: 94.7
  finalMaxSlewViolations: 0
  rsz0062_at_grt: "no"
  worst_pin_slew_ns: 0.185
  fin_tns_setup_ns: 0
  fin_crit_ns: 1.61
  fmax_ghz: 0.621
  hold_violations: 0
die:
  rows: 21
  dieArea_um2: 6400
  die.size.y_um: 80
  core_util_floorplan_pct: 7.44
  core_area_um2: 3420
  pin_count: 11
  die_width_um: 80
power_and_ir_drop:
  power_density_nw_per_um2: 218
  seqPwrFrac_pct: 0
  power_mw: 0.121
  clockPowerShare_pct: 0
  power.internal_mw: 0.0687
  switching_share_pct: 43.1
  p_switching_mw: 0.0519
  p_leak_nw: 0.223
  comb_power_share_pct: 100.0
  ir_worst_vdd_uv: 34.7
routing:
  num_vias: 320
  drt_pass1_iterations: 4
  drt-initial-drc-count: 16
  ant_nets: 0
  drc: 0
  wl_um: 829
  vias_per_cell: 3.14
  diodes: 0
  wl_per_cell_um: 8.13
synth:
  ys_cells: 37
  ys_types: 18
  ys_seq_share_pct: 0
  netlist_area_um2: 254
  yosys.area.top_type: "ha_1"
  yosys_warnings: 1
  yosys_area_um2: 254
  ys_top_cells_by_area: "ha_1, buf_6, nand2_1"
  ys_sh_simple_pct: 23.6
  ys_sh_xor_pct: 0
  ys_sh_aoi_pct: 27.1
  muxShareOfSynthArea_pct: 9.85
  yosysTopAreaCellShare_pct: 24.6
  logic_family: "AND-OR/OR-AND gates"
  ys_sh_adder_pct: 24.6
  syn_inst: 37
  syn_avg_cell_area_um2: 6.86
finish:
  layout_top_cells: "buf_4, nand2_1, dlygate4sd2_1"
  final_common_cell: "buf_4"
  area_growth_pct: 118
  n_fill_cell: 380
  ff_count: 0
  n_clock_buffer: 0
  drive_gt1_share_pct: 58.9
  seq_area_um2: 0
  final-comb-area_um2: 309
global_routing:
  grt_pass1_vias: 294
  grt_overflow: 0
  antenna_found_initial: 0
  grtUsageTotal_pct: 2.42
  grt_max_degree: 12
  grt_pass1_wl_um: 1330
placed_design:
  portBuffers: 11
  globalplace.congestion: 0.737
  dp_hpwl_um: 610
run:
  cap_violations: 0
  warnings: 37
worst_hold_path:
  min-delay-start: "s[2]"
  min_path_type: "in2out"
==> final cells by class <==
| class | count | area share, % |
|---|---|---|
| multi-input combinational | 32 | 55.8 |
| timing repair buffer | 22 | 32.5 |
| tap | 46 | 10.4 |
| inverter | 2 | 1.35 |
==> synthesized netlist by cell type <==
| cell | n |
|---|---|
| a211oi_1 | 1 |
| a21oi_1 | 4 |
| and2_2 | 1 |
| buf_4 | 1 |
| buf_6 | 2 |
| ha_1 | 5 |
| inv_1 | 2 |
| mux2_4 | 1 |
| mux2i_1 | 1 |
| nand2_1 | 6 |
| nand3_1 | 1 |
| nand3b_1 | 1 |
| nor2_1 | 3 |
| nor2b_1 | 1 |
| o211ai_1 | 1 |
| o21ai_0 | 3 |
| o21ai_1 | 2 |
| o32ai_1 | 1 |
==> power by group through the flow <==
stage	registers (mW)	clock network, mW	logic [mW]
global route	0	0	0.133
finish	0	0	0.121
CTS	0	0	0.117
==> worst max-delay path, delay by kind of cell <==
family	cells	cell delay, ns
buf+inv	3	0.48
compound gates	2	0.27
fa+ha+maj	1	0.18
==> final timing paths <==
kind | cells past startpoint | to | slack [ns]
worst max-delay path | 6 | seg[6] | 0.09
worst min-delay path | 4 | seg[4] | 1.08
==> kinds of logic after synthesis <==
logic type | after synthesis
AOI/OAI and AO/OA | 12
adders and majority gates | 5
buffers and inverters | 5
muxes | 2
and+or+nand+nor | 13
==> stage by stage <==
stage	cells	worst slack [ns]	instance area, um^2	util, %
finish	102	0.0896	554	16.2
global route	102	0.0505	554	16.2
CTS	102	-0.120	556	16.3
detailed placement	98	-0.669	457	13.4
global placement	98	-0.666	457	13.4
floorplan	37	0.312	254	-
==> routing by layer <==
metal	track usage [%]	share of wire (%)	up-vias
li1	-	-	168
met1	3.82	52	143
met2	3.45	41	9
met3	0.455	6.9	0
met4	0	0	0
met5	0	0	-
==> what timing repair did <==
action                                  4_1_cts  5_1_grt
endpoints found under the setup margin        7        5
endpoints found under the hold margin         0        0
pin swaps                                     4        3
buffers inserted                              4        0
hold buffers                                  0        0
resized                                      35       13
Power figures rest on the tool's default switching activity, not on a simulated workload.
